<file path="/design/flow/run.sh">
#!/bin/bash
# OpenROAD 26Q1-2900-gdf79404cd8, Yosys 0.63+post, stock flow scripts
make -C /OpenROAD-flow-scripts/flow DESIGN_CONFIG=/design/flow/config.mk WORK_HOME=/design/flow/orfs finish
</file>
<file path="/design/flow/config.mk">
export PLATFORM = sky130hd
export DESIGN_NAME = axi_interface
export DESIGN_NICKNAME = axi_interface
export VERILOG_FILES = /design/flow/design.v
export SDC_FILE = /design/flow/constraint.sdc
export NUM_CORES = 4
export LEC_CHECK = 1
export CORE_UTILIZATION = 50
</file>
<file path="/design/flow/constraint.sdc">
current_design axi_interface

set clk_period 3.8
set clk_io_pct 0.2

create_clock -name clk0 -period $clk_period [get_ports {clock}]

set non_clock_inputs [all_inputs -no_clocks]
set_input_delay [expr $clk_period * $clk_io_pct] -clock clk0 $non_clock_inputs
set_output_delay [expr $clk_period * $clk_io_pct] -clock clk0 [all_outputs]
</file>
<file path="/design/flow/design.v">
module axi_interface (
    input clock,
    input reset,
    input [31:0] write_address,
    input write_valid,
    output reg write_ready,
    input [31:0] write_data,
    input write_data_valid,
    output reg write_data_ready,
    output reg [31:0] write_response,
    output reg write_response_valid,
    input write_response_ready,
    input [31:0] read_address,
    input read_valid,
    output reg read_ready,
    output reg [31:0] read_data,
    output reg [31:0] read_response,
    output reg read_response_valid,
    input read_response_ready
);
reg [31:0] memory [0:255];
always @(posedge clock or posedge reset) begin
    if (reset) begin
        write_ready <= 0;
        write_data_ready <= 0;
        write_response <= 0;
        write_response_valid <= 0;
        read_ready <= 0;
        read_data <= 0;
        read_response <= 0;
        read_response_valid <= 0;
    end else begin
        if (write_valid && !write_ready) begin
            write_ready <= 1;
        end else if (write_ready && write_valid) begin
            write_ready <= 0;
        end
        if (write_data_valid && !write_data_ready) begin
            write_data_ready <= 1;
        end else if (write_data_ready && write_data_valid) begin
            write_data_ready <= 0;
            memory[write_address[7:0]] <= write_data;
        end
        if (write_data_ready && write_data_valid && write_response_ready) begin
            write_response_valid <= 1;
            write_response <= 0;
        end else if (write_response_valid && write_response_ready) begin
            write_response_valid <= 0;
        end
        if (read_valid && !read_ready) begin
            read_ready <= 1;
        end else if (read_ready && read_valid) begin
            read_ready <= 0;
        end
        if (read_ready && read_valid && read_response_ready) begin
            read_response_valid <= 1;
            read_data <= memory[read_address[7:0]];
            read_response <= 0;
        end else if (read_response_valid && read_response_ready) begin
            read_response_valid <= 0;
        end
    end
end
endmodule
</file>
==> reports/qor.txt <==
Cell variety after synth: 77
num ports: 204
vias in the first global route: 301,000
dpl ws: -2540 ps
global route overflow: 5,113
gr usage total: 0.938
clk root buf: clkbuf_16
largest net degree at the start of global routing: 163
Max clock buf depth: 4
main flop type: edfxtp_1
Synth async-reset ratio: 0.00450
outcome: aborted with a tool error
Inserted Clock Buffers: 821
post-DP HPWL: 1660 mm
Syn Inst Count: 16,900
port buffer count: 91
clock sinks: 8,229
number of cells in Yosys stat: 16,900
yosys-reported design area after synthesis: 302,000 um^2
Mapped Avg Cell Area: 17.9 um^2
floorplan core density: 0.502
first-pass GRT wire length: 3350 mm
Synth warnings: 2
die height: 779 um
Error: [ERROR GRT-0116] Global routing finished with congestion. Check the congestion regions in the DRC Viewer.
EDFF count, synth: 8,192
Seq/Total Area, Yosys: 0.817
DP Cell Count: 28,200
failing step: global routing
mapped cell area: 302,000 um^2
Die Span X: 779 um
depth of the CTS H-tree: 6
routability cong.: 1.28
num rows: 285
ys flops: 8,229
==> metrics by stage <==
step | util | hold slack (ps) | instance area [um^2]
4_1_cts | 0.644 | 4.02 | 388000
3_5_place_dp | 0.600 | 469 | 361000
3_3_place_gp | 0.600 | 453 | 361000
2_1_floorplan | - | 417 | 303000
==> cell families after synthesis <==
family / count (synthesis) / synth area share
AND-OR/OR-AND: 4352 / 0.110
XOR/XNOR: 3 / 0.0000870
buffers and inverters: 1182 / 0.0176
flip-flops: 8229 / 0.817
multiplexers: 8 / 0.000273
other: 1 / 0.0000124
AND/OR/NAND/NOR: 3117 / 0.0548
==> synthesized netlist by cell type (24+ instances only) <==
| library cell | number | area (um^2) |
|---|---|---|
| a2111oi_0 | 123 | 1080 |
| a221oi_1 | 121 | 1060 |
| buf_4 | 81 | 608 |
| clkbuf_1 | 585 | 2200 |
| a222oi_1 | 289 | 2890 |
| a22o_1 | 327 | 2860 |
| o211ai_1 | 53 | 398 |
| a21oi_1 | 154 | 771 |
| o22a_1 | 44 | 385 |
| edfxtp_1 | 8192 | 246000 |
| a22oi_1 | 2631 | 19800 |
| nor3_1 | 93 | 465 |
| nor4_1 | 232 | 1450 |
| nand4_1 | 421 | 2630 |
| o22ai_1 | 392 | 2450 |
| buf_1 | 116 | 435 |
| nand3_1 | 765 | 3830 |
| buf_2 | 378 | 1890 |
| a32oi_1 | 24 | 210 |
| nand2_1 | 340 | 1280 |
| dfrtp_1 | 37 | 926 |
| or4_1 | 84 | 631 |
| o21ai_0 | 78 | 390 |
| nor2_1 | 632 | 2370 |
| and3_1 | 373 | 2330 |
==> repair_timing <==
| action | CTS |
|---|---|
| hold buffers | 8 |
| endpoints found under the hold margin | 71 |
| resized | 106 |
| setup buffers | 19 |
| endpoints found under the setup margin | 27 |
| cloned | 0 |
| pin swaps | 27 |
==> routing by layer <==
| metal | overflow | global-route usage |
|---|---|---|
| met1 | 982 | 0.923 |
| met2 | 1676 | 0.978 |
| met5 | 163 | 0.855 |
| met4 | 1292 | 0.910 |
| met3 | 1000 | 0.929 |
